<file path="flow/design.v">
`timescale 1ns / 1ps
module convert(
    input [3:0] in,
    output reg [3:0] out
    );
    always @ *
    begin  
        case(in)
            4'd0  :  out = 4'h2;
            4'd1  :  out = 4'h2;
            4'd2  :  out = 4'hC;
            4'd3  :  out = 4'h0;
            4'd4  :  out = 4'hF;
            4'd5  :  out = 4'hF;
            4'd6  :  out = 4'hE;
            4'd7  :  out = 4'hE;
            4'd8  :  out = 4'h2;
            4'd9  :  out = 4'h1;
            4'd10 :  out = 4'h5;
            4'd11 :  out = 4'h2;
            4'd12 :  out = 4'h9;
            4'd13 :  out = 4'h0;
            4'd14 :  out = 4'h0;
            4'd15 :  out = 4'hD;
            default: out = 4'h2;
        endcase
    end    
endmodule
`timescale 1ns / 1ps
module scroll(
    input clk,
    input rst,
    output [15:0] display
    );
    reg [3:0] count;
	always @(posedge clk)
	begin
         if (rst) 
             count <= 4'd0;
         else
             count <= count + 1'b1;
	end
    wire [3:0] a,b,c,d;
    assign a = count;
    assign b = count+1;
    assign c = count+2;
    assign d = count+3;
    convert convA (.in(a), .out(display[15:12]));  
    convert convB (.in(b), .out(display[11:8]));
    convert convC (.in(c), .out(display[7:4]));
    convert convD (.in(d), .out(display[3:0]));  
endmodule
</file>
<file path="flow/run.sh">
#!/bin/bash
# OpenROAD 26Q1-2900-gdf79404cd8, Yosys 0.63+post, stock flow scripts
make -C /OpenROAD-flow-scripts/flow DESIGN_CONFIG=/design/flow/config.mk WORK_HOME=/design/flow/orfs finish
</file>
<file path="flow/config.mk">
export PLATFORM = sky130hd
export DESIGN_NAME = scroll
export DESIGN_NICKNAME = scroll
export VERILOG_FILES = /design/flow/design.v
export SDC_FILE = /design/flow/constraint.sdc
export NUM_CORES = 4
export LEC_CHECK = 1
export CORE_AREA = 10 10 79 79
export DIE_AREA = 0 0 89 89
</file>
<file path="flow/constraint.sdc">
current_design scroll

set clk_period 1.8
set clk_io_pct 0.2

create_clock -name clk0 -period $clk_period [get_ports {clk}]

set non_clock_inputs [all_inputs -no_clocks]
set_input_delay [expr $clk_period * $clk_io_pct] -clock clk0 $non_clock_inputs
set_output_delay [expr $clk_period * $clk_io_pct] -clock clk0 [all_outputs]
</file>
==> summary.txt <==
Notes on the physical implementation.

- Per STA, the library cell used most along the worst path is sky130_fd_sc_hd__buf_6.
- The synthesized chip area reported by yosys is 800.8 um2, for reference.
- The clock-pin slew on the worst setup and hold paths is 0.05 ns, for reference.
- Looking at the VDD voltage map, the peak drop is 0.3285 mV.
- The I/O pin total is 18, for reference.
- The number of global-route vias before repair is 1036, for reference.
- The total iterations of the first detailed-routing run is 4, for reference.
- STA classifies the critical path endpoint as an output port.
- For reference, the placement row count at floorplan is 25.
- The final-layout fill cell count is ~410, for reference.
- The number of buffers created by CTS is 3, for reference.
- In this run, synthesis inferred 0 flip-flops with an integrated enable.
- The finished layout holds about 230 standard cells, fillers aside.
- The average cell area after synthesis is 7.626 um2, for reference.
- CTS reports a maximum clock tree buffer depth of 2.
- The final reports fail on negative setup slack.
- Per the synth log, the flip-flop and latch total comes to 8.
- Counting I/O delays and the setup requirement, the final critical path takes 2.255 ns.
- The ratio of cells with drive above 1 in the final layout is 59.09%, for reference.
- The element type at the critical path start is a register, for reference.
- Yosys stat counts 105 cells in the synthesized netlist.
- The largest clock skew in the final design is 0.004794 ns, for reference.
- The number of hold-slack violations in the final timing report is 0, for reference.
- The first global-routing pass estimated 4788 um of wire.
- The synthesis-to-finish area growth is 119.4%, for reference.
- Setup repair after global routing could not meet its margin everywhere.
- Dividing the final minimum period by the clock period gives 125.3%.
- The number of maximum-capacitance violations recorded for the run is 0.
- The relative slew slack is between 60% and 70%, for reference.
- The static leakage is 0.7692 nW, for reference.
- The async set-or-reset flop fraction in the synthesized netlist is 0%, for reference.
- The dominant register cell is sky130_fd_sc_hd__dfxtp_1, for reference.
- The die is 89 um wide.
- The chip area is 7921 um2, for reference.
- The flow ran to the end, but the final reports show violations.
- Among all stages on the critical path, the largest delay is contributed by sky130_fd_sc_hd__dfxtp_4.
- Per the OpenROAD floorplan log, the height of the die is 89 um.
- The script computed a power per unit cell area of 632.4 nW/um2.
- For this sky-water flow run, the detailed-routed wirelength per cell is reported as 12.74 um.
- Counting distinct cell types in the post-synthesis netlist gives 36.
- The final weighted congestion recorded by global placement is 0.8805.
- Before any placement, the netlist area is recorded as about 800 um2.
- Timing would allow up to 443.4 MHz.
- The tree is rooted in a sky130_fd_sc_hd__clkbuf_8.
- The initial DRC count is 16, for reference.
- The clock latency on the worst-skew pair is 0.23 ns, for reference.
- The least setup slack across all paths after layout is -0.4551 ns, for reference.
- The warning tally printed by Yosys for this design is 2.
- Looking at the max-slew report, the worst-margin pin has a slew of 0.4559 ns.
- The via total after detailed routing is 977, for reference.
- The startpoint-to-endpoint class of the critical path is reg -> out, for reference.
- At the floorplan stage, the core utilization is reported as 17.18%.
- The initial antenna violation count is 0, for reference.
- In this run the worst path has a maximum fanout of 4.
- The count of clock tree sinks is 8, for reference.
- By area the synthesized netlist is led by sky130_fd_sc_hd__dfxtp_1 (20%), sky130_fd_sc_hd__ha_1 (16%), sky130_fd_sc_hd__nor2_1 (8.0%).
- TritonCTS built the clock tree.
- The fraction of synthesized cell area taken by the top area cell type is 20.00%, for reference.
- During placement, the flow inserted port buffers numbering 17.
- Counting tap cells, the placed design contains a total of 198 instances.
- The worst path arrival time is 1.90 ns, for reference.
- From the final report, the count of setup violators was given as 14.
- The half-perimeter wire length of the detailed placement result is 1790 um, for reference.
- The path category of the worst min-delay check is reg -> reg, for reference.
- The delay contributed by the slowest stage of the critical path is approximately 0.37 ns, for reference.
- 0 antenna diodes ended up in the layout.
- After floorplanning, the core was sized to cover 4661 um2.
- After detailed routing, the number of remaining DRC violations is 0.
- After layout, the design draws a total of 1.111 mW.
- Summed over all layers, the routed wires come to 2930 um.
- Sorting the synthesized cells by how often they occur yields sky130_fd_sc_hd__nor2_1 (17), sky130_fd_sc_hd__ha_1 (10), sky130_fd_sc_hd__a21oi_1 (8), sky130_fd_sc_hd__dfxtp_1 (8), sky130_fd_sc_hd__nand2_1 (8).
- The total number of warnings across the stage logs is 36, for reference.
- Dividing the detail-routed via count by the number of cells gives 4.248.
- After global routing the overflow that remains totals 0.
- Entering global routing, the biggest net connects 14 pins.
- Traced cell by cell, the critical path runs through inv_4 -> ha_4 -> buf_6 -> clkinvlp_4 -> buf_4 -> buf_6 -> o21ai_1 -> and4bb_1 -> buf_2.
- The cell taking the most area after synthesis is sky130_fd_sc_hd__dfxtp_1, for reference.
- The most used standard cell by instance count after synthesis is sky130_fd_sc_hd__nor2_1, for reference.
- Per the CTS log, the maximum H-tree level is 1.
- The final tally of max-slew violations is 0, for reference.
- The synthesized instance count is 105, for reference.
- The remaining antenna violation count after routing is 0, for reference.
- The register share after synthesis is roughly a fifth, for reference.
- Overall routing resource usage recorded by global route was under 10%.
- The OpenROAD report gives the critical path a required time of 1.44 ns.
[final timing paths]
| kind | from | to | slack, ns | cells past startpoint |
|---|---|---|---|---|
| worst max-delay path | count[0] | display[9] | -0.46 | 9 |
| worst min-delay path | count[0] | count[0] | 0.70 | 2 |
| worst max register to register | count[0] | convA.out[1] | -0.06 | 9 |
| worst min register to register | count[0] | count[0] | 0.70 | 2 |
[sequential cells by signal, summed over array words and instances (netlist names)]
name / count
count: 4
convA.out: 4
[critical path, delay by kind of cell, from the launching register on]
kind                     cells  cell delay [ns]
AND-OR/OR-AND                1             0.11
adder cells (fa/ha/maj)      1             0.30
buffers and inverters        6             0.63
flip-flops                   1             0.37
AND/OR/NAND/NOR              1             0.24
[cells by family after synthesis]
| logic type | after synthesis | share of synthesized area [%] |
|---|---|---|
| buf+inv | 14 | 8.125 |
| fa+ha+maj | 10 | 15.63 |
| compound gates | 20 | 15.78 |
| flops | 8 | 20.00 |
| simple gates | 43 | 27.03 |
| mux | 1 | 1.250 |
| xor+xnor | 9 | 12.19 |
[where the power goes]
part / leakage, nW / internal, mW / switching (mW)
Clock: 0.0228 / 0.154 / 0.0783
Sequential: 0.0673 / 0.193 / 0.0117
Combinational: 0.679 / 0.393 / 0.281
[area by class of cell]
class                      count  area, um2  area share, %
clock buffer                   4      45.04          2.564
multi-input combinational     83      799.5          45.51
timing repair buffer          73      631.9          35.97
sequential                     8      168.9          9.615
tap                           54      67.56          3.846
inverter                       8      43.79          2.493
[per-stage QoR]
stage / area [um2] / hold slack (ns) / TNS (ns) / worst slack (ns) / utilization, %
finish: 1757 / 0.7042 / -3.694 / -0.4551 / 37.69
CTS: 1684 / 0.7073 / -3.111 / -0.4351 / 36.13
detailed placement: 1260 / 0.6813 / -3.713 / -0.4519 / 27.03
floorplan: 869.6 / 0.4171 / -0.03621 / -0.03621 / -
global route: 1757 / 0.7462 / -4.753 / -0.5509 / 37.69
global placement: 1260 / 0.6708 / -3.672 / -0.4465 / 27.03
[layer usage]
metal	vias up	GRT usage [%]	part of all wire, %
li1	500	-	-
met1	446	10.45	50
met2	23	11.30	42
met3	8	2.112	5.0
met4	0	1.879	2.5
met5	-	0	0
[placed cells by master (no fill, tap or decap), types with 2 or more instances in the layout]
master / netlist / final
sky130_fd_sc_hd__buf_4: 0 / 31
sky130_fd_sc_hd__buf_6: 1 / 25
sky130_fd_sc_hd__nor2_1: 17 / 13
sky130_fd_sc_hd__buf_2: 4 / 10
sky130_fd_sc_hd__nand2_1: 8 / 7
sky130_fd_sc_hd__ha_4: 0 / 7
sky130_fd_sc_hd__dfxtp_1: 8 / 5
sky130_fd_sc_hd__clkdlybuf4s50_1: 0 / 5
sky130_fd_sc_hd__inv_4: 0 / 4
sky130_fd_sc_hd__a21oi_2: 0 / 4
sky130_fd_sc_hd__nand3_1: 4 / 4
sky130_fd_sc_hd__nor2_4: 0 / 3
sky130_fd_sc_hd__xor2_1: 5 / 3
sky130_fd_sc_hd__nand3b_1: 3 / 3
sky130_fd_sc_hd__inv_1: 7 / 3
sky130_fd_sc_hd__a21oi_1: 8 / 3
sky130_fd_sc_hd__ha_1: 10 / 3
sky130_fd_sc_hd__clkbuf_8: 0 / 3
sky130_fd_sc_hd__nor3_2: 1 / 2
sky130_fd_sc_hd__xor2_4: 0 / 2
sky130_fd_sc_hd__o21ai_1: 0 / 2
sky130_fd_sc_hd__xnor2_1: 3 / 2
sky130_fd_sc_hd__nor3b_1: 2 / 2
sky130_fd_sc_hd__dfxtp_4: 0 / 2
sky130_fd_sc_hd__dlygate4sd2_1: 0 / 2
[what timing repair did]
action	CTS	global route
resized	90	12
hold buffers	0	0
endpoints found under the setup margin	12	14
endpoints found under the hold margin	0	0
pin swaps	25	12
setup buffers	24	7
No activity file was given, so power comes from the tool's default toggle rates.
