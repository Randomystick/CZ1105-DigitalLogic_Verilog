$ cat design/flow/design.v
`timescale 1ns / 1ps
module segtoggle(
    input [3:0] a,
    input [3:0] b,
    input clk,
    input rst,
    input sel,
    output reg [6:0] seg_L,
    output reg [3:0] anode_L     
    );
	wire [1:0] seg7_clk;
    wire [7:0] x, res;
	reg [19:0] count;      
    reg [3:0] selnum;
    always@(posedge(clk))
	   if (rst)         
		  count <= 20'b0;
	   else
		  count <= count+1'b1;
	assign seg7_clk = count[19:18];	   
	assign x = (sel) ? {benchNo_10, benchNo_1} : res;
    always @ *          
    begin
        anode_L=4'b1111;        
        case (seg7_clk)    
            	2'd0 :  begin
                        anode_L=4'b1110;
                        selnum = x[3:0];
                    end
            	2'd1 :  begin
                        anode_L=4'b1101;
                        selnum = x[7:4];
                    end
            	2'd2 :  begin
                        anode_L=4'b1111;     
                        selnum = 4'd0;
                    end
            	2'd3 :  begin
                        anode_L=4'b1111;     
                        selnum = 4'd0;
                    end
        endcase
    end
    wire [3:0] benchNo_10 = 4'd0;   
    wire [3:0] benchNo_1 = 4'd6;    
    assign res = a * b;    
    always @ * begin
    case (selnum)
        4'd0:       seg_L = 7'b100_0000;
        4'd1:       seg_L = 7'b111_1001;
        4'd2:       seg_L = 7'b010_0100;
        4'd3:       seg_L = 7'b011_0000;
        4'd4:       seg_L = 7'b001_1001;
        4'd5:       seg_L = 7'b001_0010;
        4'd6:       seg_L = 7'b000_0010;
        4'd7:       seg_L = 7'b111_1000;
        4'd8:       seg_L = 7'b000_0000;
        4'd9:       seg_L = 7'b001_0000;
        4'd10:      seg_L = 7'b000_1000;
        4'd11:      seg_L = 7'b000_0011;
        4'd12:      seg_L = 7'b100_0110;
        4'd13:      seg_L = 7'b010_0001;
        4'd14:      seg_L = 7'b000_0110;
        4'd15:      seg_L = 7'b000_1110;     
        default:    seg_L = 7'b111_1111;
    endcase
    end
endmodule
$ cat design/flow/run.sh
#!/bin/bash
# OpenROAD 26Q1-2900-gdf79404cd8, Yosys 0.63+post, stock flow scripts
make -C /OpenROAD-flow-scripts/flow DESIGN_CONFIG=/design/flow/config.mk WORK_HOME=/design/flow/orfs finish
$ cat design/flow/config.mk
export PLATFORM = sky130hd
export DESIGN_NAME = segtoggle
export DESIGN_NICKNAME = segtoggle
export VERILOG_FILES = /design/flow/design.v
export SDC_FILE = /design/flow/constraint.sdc
export NUM_CORES = 4
export LEC_CHECK = 1
export CORE_AREA = 10 10 98 98
export DIE_AREA = 0 0 108 108
$ cat design/flow/constraint.sdc
current_design segtoggle

set clk_period 5.0
set clk_io_pct 0.2

create_clock -name clk0 -period $clk_period [get_ports {clk}]

set non_clock_inputs [all_inputs -no_clocks]
set_input_delay [expr $clk_period * $clk_io_pct] -clock clk0 $non_clock_inputs
set_output_delay [expr $clk_period * $clk_io_pct] -clock clk0 [all_outputs]
==> flow_summary.yaml <==
# synthesis and place-and-route metrics
placed_design:
  port_buffers: 19
  postPlaceCellArea_um2: 2070
  post-place-ws_ns: -0.892
  place.gp.congestion: 0.790
  dp.cells: 325
  hpwl_um: 2390
timing:
  finalCriticalPeriod_ns: 5.06
  worst_slack_ns: -0.0599
  setup_viol_count_final: 4
  tns_ns: -0.142
  final_hold_viol_count: 0
  slew_viol_final: 0
  period_used_pct: 101
  relSlewSlack_pct: 50.4
  finClkSkew_ns: 0.00234
  maxClockFrequency_mhz: 198
  worstMarginPinSlew_ns: 0.743
  rsz0062_at_grt: "true"
setup_path:
  path_cells: "buf_8 > nand2_4 > fa_1 > fa_1 > inv_2 > buf_4 > ha_4 > a21o_1 > a21oi_2 > xnor2_1 > a31oi_4 > buf_6 > ha_4 > buf_4 > buf_4 > o31ai_2 > buf_2"
  crit_path_end_kind: "output pin"
  start_kind: "input port"
  cpLargestDelayFamily: "adder cells"
  cp_max_fo: 4
  arrival_ns: 4.06
  critical_path.most_common_cell: "buf_4"
  cp_num_buf_inv: 7
  crit_slowest_cell: "fa_1"
  path_class: "input port to output pin"
  max_stage_delay_ns: 0.53
  worstPathRequired_ns: 4.00
power:
  power.density_nw_per_um2: 196
  p_leak_uw: 0.00107
  ir_worst_vdd_uv: 207
flow_run:
  cap_violations: 0
  openroad.warnings: 31
worst_hold_path:
  hp-class: "flip-flop to flip-flop"
routing:
  route.detailed.drc: 0
  finalWirelength_um: 3860
  dr.pass1.iters: 4
  antenna-diode-count: 0
  ant_nets: 0
  vias_per_cell: 4.23
  detailedRoute.firstIterationViolations: 53
  post_drt_wl_per_cell_um: 11.0
  vias: 1486
cts:
  clkSlewWorstSetupHoldPaths_ns: 0.07
  clock-sinks: 20
  numCtsBuffers: 3
  clockBufferDepth: 2
  clkLatencyLatePin_ns: 0.25
  hold_buffers: 0
  cts_tree: "yes"
  htreeDepth: 1
  cts.root.buffer_cell: "clkbuf_8"
synth:
  synth_cell_types: 43
  syn_inst: 189
  synth-async-reset-ratio_pct: 0
  top_cells_by_area: "dfxtp_1, ha_1, xor2_1"
  synth_top_area_share_pct: 24.4
  edf_count: 0
  ys_top_cells_by_count: "nor2_1, dfxtp_1, ha_1, nand2_1, xor2_1"
  synth_warnings: 1
  syn_area_um2: 1640
  ys.flops: 20
  ys_seq_share_pct: 24.4
  synth_chip_area_um2: 1640
  most_common_cell: "nor2_1"
  yosysCellCount: 189
  avgSynthCellArea_um2: 8.69
  yosys.area.top_type: "dfxtp_1"
  ff_type: "dfxtp_1"
outcome:
  outcome: "finished, violations left"
  violations: "negative setup slack"
finish:
  regMostFlops: "count"
  largest_registers: "count: 20 flops"
  final_cells: 351
  largest_register_ffs: 20
  areaGrowthSynthToFinish_pct: 55.1
  fin_area_um2: 2550
  post-route-util_pct: 33.3
  drive_gt1_share_pct: 41.0
global_route:
  grt_pass1_vias: 1535
  antenna_found_initial: 0
  gr-total-overflow: 0
  grt_usage_pct: 6.73
  grt_max_degree: 21
  grt_pass1_wl_um: 6730
floorplan:
  floorplan.core_util_pct: 21.5
  chipArea_um2: 11700
  core_area_um2: 7650
  row_count: 32
  die_y_um: 108
  dieWidth_um: 108
  boundaryPins: 22
## cell usage in the layout (no fill, tap or decap), drive strengths merged, types with 2 or more instances in the layout
| master | count |
|---|---|
| buf | 55 |
| nor2 | 23 |
| dfxtp | 20 |
| ha | 19 |
| nand2 | 17 |
| xor2 | 14 |
| and2 | 11 |
| nand3 | 10 |
| inv | 8 |
| mux2i | 7 |
| xnor2 | 6 |
| a21oi | 6 |
| clkdlybuf4s50 | 5 |
| clkbuf | 5 |
| a31oi | 4 |
| fa | 4 |
| o21ai | 4 |
| and3 | 3 |
| a21o | 2 |
| o22ai | 2 |
| nor3b | 2 |
| or3 | 2 |
| conb | 2 |
| nor4 | 2 |
## where the power goes
part	internal, uW	switching (uW)
Combinational	124	93.7
Sequential	161	1.43
Clock	69.9	49.0
Total	355	144
## layer usage
| layer | global-route usage [%] | wire (um) | vias up |
|---|---|---|---|
| met5 | 0 | 0 | - |
| met4 | 0.859 | 23 | 0 |
| met3 | 1.57 | 161 | 4 |
| met2 | 11.3 | 1800 | 17 |
| met1 | 8.86 | 1880 | 696 |
| li1 | - | - | 769 |
## kinds of logic after synthesis
group | Yosys count | share of synthesized area [%]
and+or+nand+nor | 79 | 24.9
adders and majority gates | 23 | 19.3
AOI/OAI and AO/OA | 23 | 11.0
xor gates and xnor gates | 20 | 10.7
DFF | 20 | 24.4
buffers and inverters | 16 | 5.25
muxes | 7 | 4.27
other | 1 | 0.228
## final cells by class
| class | instances | area, um^2 |
|---|---|---|
| Fill cell | 739 | 5100 |
| Timing Repair Buffer | 62 | 523 |
| Clock buffer | 4 | 55.1 |
| Tap cell | 102 | 128 |
| Inverter | 8 | 32.5 |
| Multi-Input combinational cell | 155 | 1410 |
| Sequential cell | 20 | 400 |
## path summary, 6_finish.rpt
kind | start | slack [ns] | to | cells after the start
worst max register to register | count[2]$_SDFF_PP0_ | 3.29 | count[17]$_SDFF_PP0_ | 5
worst max-delay path | b[3] | -0.06 | seg_L[2] | 17
worst min-delay path | count[0]$_SDFF_PP0_ | 0.46 | count[0]$_SDFF_PP0_ | 1
worst min register to register | count[0]$_SDFF_PP0_ | 0.46 | count[0]$_SDFF_PP0_ | 1
## metrics by stage
step,hold slack (ns),total power (uW)
2_1_floorplan,0.418,252
4_1_cts,0.454,487
3_5_place_dp,0.439,315
6_report,0.457,499
3_3_place_gp,0.434,315
5_1_grt,0.502,533
## timing repair
action / CTS / global route
endpoints found under the setup margin: 7 / 7
resized: 90 / 21
gates cloned: 1 / 0
pin swaps: 27 / 12
setup buffers: 20 / 2
Power is estimated from default activity; no workload was simulated.
